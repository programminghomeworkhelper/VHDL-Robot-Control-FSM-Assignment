===== design/flow/design.v =====
module pipeFSM (
    input wire 		 CLK,         
    input wire [1:0] ONOFF,       
    input wire [7:0] LCN_0,       
    input wire [3:0] MTN_SENSOR,  
    input wire [3:0] CMPS,        
    input wire [3:0] WLL,         
    output reg [1:0] TURN,
    output reg 		 DRIVING,
    output reg [7:0] LOCATION,
    output reg [2:0] ACTION
);
reg [4:0] CS;  
reg [4:0] NS;  
reg [3:0] facing_dir;  
reg       get_init_dir;  
localparam OFF 	  	   = 5'b0_0000;
localparam IDLE        = 5'b0_0001;
localparam TURN_LEFT   = 5'b0_0010;
localparam TURN_RIGHT  = 5'b0_0011;
localparam COMP_PASS   = 5'b0_0100;
localparam COMP_LSHIFT = 5'b0_0101;
localparam COMP_RSHIFT = 5'b0_0110;
localparam MOVE  	   = 5'b0_0111;
localparam PLG0  	   = 5'b0_1000;
localparam PLG1  	   = 5'b0_1001;
localparam PLG2  	   = 5'b0_1010;
localparam PLG3  	   = 5'b0_1011;
localparam HOT0  	   = 5'b0_1100;
localparam HOT1  	   = 5'b0_1101;
localparam HOT2  	   = 5'b0_1110;
localparam FZN0  	   = 5'b0_1111;
localparam FZN1  	   = 5'b1_0000;
localparam FZN2  	   = 5'b1_0001;
localparam FZN3  	   = 5'b1_0010;
localparam FZN4  	   = 5'b1_0011;
always @(posedge CLK) begin
	CS <= NS;
end
always @(posedge CLK) begin
	if (CS == COMP_PASS) begin
		facing_dir <= CMPS;
	end
	else if (CS == COMP_LSHIFT) begin
		facing_dir <= {CMPS[2:0],CMPS[3]};
	end
	else if (CS == COMP_RSHIFT) begin
		facing_dir <= {CMPS[0],CMPS[3:1]};
	end
end
always @(posedge CLK) begin
	if (CS == OFF) begin
		get_init_dir <= 1'b0;
	end
	else if (CS == IDLE && !get_init_dir) begin
		LOCATION <= LCN_0;
		get_init_dir <= 1'b1;
	end
	else if (CS == MOVE) begin
		if (facing_dir == 4'b1000) begin
			LOCATION[3:0] <= LOCATION[3:0] + 1'b1;
		end
		else if (facing_dir == 4'b0100) begin
			LOCATION[7:4] <= LOCATION[7:4] + 1'b1;
		end 
		else if (facing_dir == 4'b0010) begin
			LOCATION[3:0] <= LOCATION[3:0] - 1'b1;
		end
		else if (facing_dir == 4'b0001) begin
			LOCATION[7:4] <= LOCATION[7:4] - 1'b1;
		end
	end
end
always @(*) begin
	case (CS)
		OFF: begin
			if (ONOFF == 2'b01) begin
				NS = IDLE;
			end
			else begin
				NS = OFF;
			end
		end
		IDLE: begin
			if (ONOFF == 2'b10) begin
				NS = OFF;
			end
			else if (WLL == 3'b011) begin
				NS = TURN_LEFT;
			end
			else if (WLL == 3'b101) begin
				NS = TURN_RIGHT;
			end
			else if (WLL == 3'b110) begin
				NS = COMP_PASS;
			end
			else if (WLL == 3'b000) begin
				NS = IDLE;
			end
			else begin
				NS = IDLE;
			end
		end
		TURN_LEFT: begin
			NS = COMP_LSHIFT;
		end
		TURN_RIGHT: begin
			NS = COMP_RSHIFT;
		end
		COMP_PASS: begin
			NS = MOVE;
		end
		COMP_LSHIFT: begin
			NS = MOVE;
		end
		COMP_RSHIFT: begin
			NS = MOVE;
		end
		MOVE: begin
			if (MTN_SENSOR == 4'b0001) begin
				NS = IDLE;
			end
			else if (MTN_SENSOR == 4'b1000) begin
				NS = FZN0;
			end
			else if (MTN_SENSOR == 4'b0010) begin
				NS = PLG0;
			end
			else if (MTN_SENSOR == 4'b0100) begin
				NS = HOT0;
			end
			else begin
				NS = IDLE;
			end
		end
		FZN0: begin
			NS = FZN1;
		end
		FZN1: begin
			NS = FZN2;
		end
		FZN2: begin
			NS = FZN3;
		end
		FZN3: begin
			NS = FZN4;
		end
		FZN4: begin
			NS = IDLE;
		end
		PLG0: begin
			NS = PLG1;
		end
		PLG1: begin
			NS = PLG2;
		end
		PLG2: begin
			NS = PLG3;
		end
		PLG3: begin
			NS = FZN4;
		end
		HOT0: begin
			NS  = HOT1;
		end
		HOT1: begin
			NS = HOT2;
		end
		HOT2: begin
			NS = IDLE;
		end
		default: NS = OFF;
	endcase
end
always @(*) begin
    TURN      = 2'b00;
    DRIVING   = 1'b0;
    ACTION    = 3'b000;
	if (CS == OFF) begin
	    TURN      = 2'b00;
	    DRIVING   = 1'b0;
	    ACTION    = 3'b000;
	end
	else if (CS == IDLE) begin
	    DRIVING   = 1'b0;
	    ACTION    = 3'b000;
	end
	else if (CS ==  TURN_LEFT) begin
		TURN      = 2'b10;
	end
	else if (CS ==  TURN_RIGHT) begin
		TURN      = 2'b01;
	end
	else if (CS == MOVE) begin
		DRIVING   = 1'b1;
	end
	else if (CS == FZN0 || CS == FZN1 || CS == FZN3 || CS == FZN4) begin
	    ACTION    = 3'b100;
	end
	else if (CS == PLG0 || CS == PLG2) begin
		ACTION    = 3'b001;
	end
	else if (CS == HOT0 || CS == HOT1 || CS == HOT2) begin
		ACTION    = 3'b010;
	end
	else begin
	    TURN      = 2'b00;
	    DRIVING   = 1'b0;
	    ACTION    = 3'b000;
	end
end
endmodule

===== design/flow/run.sh =====
#!/bin/bash
# OpenROAD 26Q1-2900-gdf79404cd8, Yosys 0.63+post, stock flow scripts
make -C /OpenROAD-flow-scripts/flow DESIGN_CONFIG=/design/flow/config.mk WORK_HOME=/design/flow/orfs finish

===== design/flow/config.mk =====
export PLATFORM = sky130hd
export DESIGN_NAME = pipeFSM
export DESIGN_NICKNAME = pipeFSM
export VERILOG_FILES = /design/flow/design.v
export SDC_FILE = /design/flow/constraint.sdc
export NUM_CORES = 4
export LEC_CHECK = 1
export CORE_AREA = 10 10 106 106
export DIE_AREA = 0 0 116 116

===== design/flow/constraint.sdc =====
current_design pipeFSM

set clk_period 3.4
set clk_io_pct 0.2

create_clock -name clk0 -period $clk_period [get_ports {CLK}]

set non_clock_inputs [all_inputs -no_clocks]
set_input_delay [expr $clk_period * $clk_io_pct] -clock clk0 $non_clock_inputs
set_output_delay [expr $clk_period * $clk_io_pct] -clock clk0 [all_outputs]

==> ci_impl_report.md <==
### Metrics collected by this job

| Metric | Value |
|---|---|
| Setup TNS Final | `0 ps` |
| Synth unique cells | `41` |
| Clock Tree Buf Depth | `2` |
| IO buf count | `36` |
| EDFF count, synth | `12` |
| Routed len/inst | `11.76 um` |
| Skew final | `2.036 ps` |
| Crit path required time | `2720 ps` |
| Xor/xnor share | `7.900%` |
| Comb area leader | `simple AND/OR/NAND/NOR gates` |
| GPL Wtd Cong | `approximately 0.8` |
| Initial antenna violation count | `0` |
| Fin crit share | `85.14%` |
| I/O pin total | `37` |
| Post-synth regs | `18` |
| Leak Pwr | `0.6845 nW` |
| CTS tree | `built` |
| Synth Area per Inst | `9.686 um2` |
| Synth Seq Share | `between 30% and 40%` |
| Final setup fails | `0` |
| Init Core Util | `15.21%` |
| Height of the die | `116 um` |
| Drt pass-1 iters | `4` |
| GRT overflow | `0` |
| RR Startpoint | `CS[0]` |
| Maximum vdd drop | `0.0001690 V` |
| Diodes inserted | `0` |
| DRT iter0 DRCs | `46` |
| RSZ-0062 raised after global routing | `false` |
| Ys async rst share | `0%` |
| P&R area growth vs syn | `37.08%` |
| First-pass GRT wire length | `5.154 mm` |
| Final slew viol count | `0` |
| HPWL Detailed | `2.638 mm` |
| Cell count listed in synth_stat.txt | `139` |
| Hold path cells | `2` |
| FF-to-FF path depth | `3` |
| Die extent in x | `116 um` |
| ANT nets after route | `0` |
| Worst Hold Class | `reg2reg` |
| Tool Warnings | `25` |
| Hold path start | `get_init_dir` |
| Fin area | `approximately 1800 um2` |
| Synth Area in Simple Gates | `around a fifth` |
| TritonCTS Buffers | `3` |
| Most common logic cells in the final layout | `36 x clkdlybuf4s50_1, 15 x nor2_1, 14 x a21oi_1, 12 x edfxtp_1, 7 x nand2b_1` |
| Setup Fix Bufs, Post-CTS | `0` |
| Status | `complete, no violations` |
| DR vias/cell | `3.950` |
| WL final | `3.270 mm` |
| Rel. slew slack | `43.62%` |
| Worst reg2reg path endpoint | `LOCATION[7]` |
| Synth Instances | `139` |
| Row count | `34` |
| Worst-margin pin slew | `~830 ps` |
| Worst setup SP type | `flop` |
| # fillers | `between 900 and 1000` |
| R2R setup slack | `860 ps` |
| WS Path Type | `reg2out` |
| Share of cells above drive strength 1 | `between 5 and 6%` |
| Clock latency (worst-skew pair) | `approximately 250 ps` |
| Net switching power | `0.0004990 W` |
| Vias after detailed routing | `1098` |
| Core Box Area | `between 8000 and 9000 um2` |
| Max-Cap Viols | `0` |
| Flop pwr share | `38.0%` |
| Mapped cell area | `1346 um2` |
| Dominant flop cell | `edfxtp_1` |
| Adder Area Share | `6.691%` |
| Power Density | `roughly 750 nW/um2` |
| CP arrival | `2210 ps` |
| Peak fanout along the critical path | `17` |
| Combinational Power Share | `50.9%` |
| Min Tclk post-route | `2895 ps` |
| AND-OR/OR-AND Cells, Area Fraction | `16.91%` |
| Largest net degree at the start of global routing | `18` |
| Tot GR Track Use | `4.756%` |
| Int Pwr | `0.0008788 W` |
| Yosys chip area | `1346 um2` |
| DRC | `0` |
| Chip area | `roughly 13000 um2` |
| Root Driver | `clkbuf_8` |
| Post-CTS resize count | `0` |
| Reg clk slew, reported paths | `70 ps` |
| YS warnings | `1` |
| Placement-stage cell area | `1800 um2` |
| Switching share of total power | `between 30% and 40%` |
| Most used logic cell in the final layout | `clkdlybuf4s50_1` |
| Setup crit end kind | `output pin` |
| WHS | `461.9 ps` |
| H-tree lvl count | `1` |
| Hold buffers post-CTS | `0` |
| WHS Endpoint | `get_init_dir` |
| Clk sinks | `18` |
| Vias in the first global route | `1006` |
| Fin. Hold Viols | `0` |
| Clock network fraction of design power | `11.1%` |
| Max Freq | `345.4 MHz` |
| Synth mux share | `7.435%` |
[power groups by stage]
stage	combinational, W	clock, W	sequential [W]
CTS	0.000714	0.000161	0.000520
global route	0.000796	0.000168	0.000547
finish	0.000701	0.000153	0.000524
[through the flow]
stage / instances / util (%) / worst slack, ps / power, W
final: 278 / 20.86 / 505.2 / 0.001378
after global routing: 278 / 20.86 / 346.6 / 0.001511
after CTS: 278 / 20.86 / 509.0 / 0.001395
after detailed placement: 274 / 20.35 / 780.9 / 0.001235
after global placement: 274 / 20.35 / 845.7 / 0.001228
after floorplan: 139 / - / 1347 / 0.001019
[cells in the mapped netlist (all sizes together), types with 4 or more instances]
cell	instances	area, um2
o21ai	4	20.02
clkbuf	8	30.03
xnor2	6	52.55
mux2i	4	40.04
dfxtp	6	120.1
nand2	6	22.52
nand2b	7	43.79
inv	4	15.01
edfxtp	12	360.4
o41ai	4	35.03
mux2	4	60.06
a21oi	14	70.07
nor2	15	56.30
nand3b	5	37.54
ha	4	50.05
nor3	4	20.02
[state kept, by name, indices dropped and copies added, names as in the netlist]
| signal | flops |
|---|---|
| get_init_dir | 1 |
| facing_dir | 4 |
| LOCATION | 8 |
| CS | 5 |
[kinds of logic (layout without fill, tap and decap cells)]
group | after synthesis | after routing
xor gates and xnor gates | 9 | 9
AOI/OAI and AO/OA | 34 | 34
adders and majority gates | 6 | 6
buffers and inverters | 14 | 45
muxes | 8 | 8
and+or+nand+nor | 50 | 50
DFF | 18 | 18
[how the worst max path moves through the flow]
stage      from       to  cells after the start
4_1_cts   CS[0]  DRIVING                      4
5_1_grt   CS[0]  DRIVING                      4
6_report  CS[0]  DRIVING                      4
[area by class of cell]
cell class,instances,area (um2),share of cell area (%)
clock buffer,4,45.04,2.441
inverter,4,15.01,0.8136
multi-input combinational,107,802.0,43.46
sequential,18,480.5,26.03
tap,108,135.1,7.322
timing repair buffer,37,367.9,19.93
[routing by layer]
metal | track usage (%) | up-vias | part of all wire (%) | wire length [um]
met5 | 0 | - | 0 | 0
met4 | 0.4170 | 0 | 0.64 | 21
met3 | 2.669 | 2 | 13 | 441
met2 | 7.053 | 30 | 41 | 1344
met1 | 6.197 | 487 | 45 | 1463
li1 | - | 579 | - | -
[worst max-delay path: stages, from the launching register on]
cell	delay, ps
dfxtp_1	710
nand2_1	240
or3_1	440
inv_1	110
clkdlybuf4s50_1	460
No activity file was given, so power comes from the tool's default toggle rates.
